==> design/flow/design.v <==
module Top_design (
input i_clk,
input data, 
output f_tx_out,
output tx_done,
output LED_
);
wire valid_in;
wire [7:0] out_data;
UART_RX 
 UART_RX_inst (
   .clk_in (i_clk),
   .rx_in_input (data),
   .rx_datav_op (valid_in),
   .rx_byte_op (out_data),
   .LED_(LED_)
   );
UART_TX
UART_TX_inst  (
   .clk_in (i_clk),
   .tx_datav_in (valid_in),
   .in_byte (out_data), 
   .op_tx_active (),
   .op_bit (f_tx_out),
   .tx_done_op (tx_done)
   );
endmodule
module UART_RX (
   input        clk_in,
   input        rx_in_input,
   output       rx_datav_op,
   output [7:0] rx_byte_op,
   output LED_
   );
  parameter idle         = 3'b000;
  parameter start_bit = 3'b001;
  parameter rx_data = 3'b010;
  parameter stop_bit  = 3'b011;
  parameter finished      = 3'b100;
  reg           rx_data_reg   = 1'b1;
  reg led_ind = 1'b0;
  reg [14:0]     clk_count = 0;
  reg [2:0]     bit_index   = 0; 
  reg [7:0]     rx_byte_reg     = 0;
  reg           rx_datav_reg       = 0;
  reg [2:0]     state     = 0;
  always @(posedge clk_in)
    begin
      rx_data_reg <= rx_in_input;
    end
  always @(posedge clk_in)
    begin
      case (state)
        idle :
          begin
            rx_datav_reg  <= 1'b0;
            clk_count <= 0;
            bit_index   <= 0;
            if (rx_data_reg == 1'b0)   
              state <= start_bit;
            else
              state <= idle;
          end
        start_bit :
          begin
            if (clk_count == (868-1)/2)
              begin
                if (rx_data_reg == 1'b0)  
                  begin
                    clk_count <= 0;  
                    state     <= rx_data;
                  end
                else
                  state <= idle;
              end
            else
              begin
                clk_count <= clk_count + 1;
                state     <= start_bit;
              end
          end 
        rx_data :
          begin
            if (clk_count < 868-1)
              begin
                clk_count <= clk_count + 1;
                state     <= rx_data;
              end
            else
              begin
                clk_count          <= 0;
                rx_byte_reg[bit_index] <= rx_data_reg;
                if (bit_index < 7)
                  begin
                    bit_index <= bit_index + 1;
                    state   <= rx_data;
                  end
                else
                  begin
                    bit_index <= 0;
                    state   <= stop_bit;
                  end
              end
          end 
        stop_bit :
          begin
            if (clk_count < 868-1)
              begin
                clk_count <= clk_count + 1;
                state     <= stop_bit;
              end
            else
              begin
                if(rx_byte_reg == 8'h1F) begin
                	led_ind <= 1'b1;  
                end
                else if(rx_byte_reg == 8'h0F) led_ind <= 1'b0;  
                rx_datav_reg       <= 1'b1;
                clk_count <= 0;
                state     <= finished;
              end
          end 
        finished :
          begin
            state <= idle;
            rx_datav_reg   <= 1'b0;  
          end
        default :
          state <= idle;
      endcase
    end   
  assign rx_datav_op   = rx_datav_reg;
  assign rx_byte_op = rx_byte_reg;
  assign LED_ = led_ind;
endmodule  
module UART_TX
  (
   input       clk_in,
   input       tx_datav_in,
   input [7:0] in_byte, 
   output      op_tx_active,
   output reg  op_bit,
   output      tx_done_op
   );
  parameter idle         = 3'b000;
  parameter start_bit_ = 3'b001;
  parameter send_data = 3'b010;
  parameter stop_bit_  = 3'b011;
  parameter finished      = 3'b100;
  reg [2:0]    state     = 0;
  reg [14:0]    clk_count = 0;
  reg [2:0]    bit_index   = 0;
  reg [7:0]    tx_data_r     = 0;
  reg          tx_done_r     = 0;
  reg          r_tx_active   = 0;
  always @(posedge clk_in)
    begin
      case (state)
        idle :
          begin
            op_bit   <= 1'b1;         
            tx_done_r     <= 1'b0;
            clk_count <= 0;
            bit_index   <= 0;
            if (tx_datav_in == 1'b1)
              begin
                r_tx_active <= 1'b1;
                tx_data_r   <= in_byte;
                state   <= start_bit_;
              end
            else
              state <= idle;
          end 
        start_bit_ :
          begin
            op_bit <= 1'b0;  
            if (clk_count < 868-1)
              begin
                clk_count <= clk_count + 1;
                state     <= start_bit_;
              end
            else
              begin
                clk_count <= 0;
                state     <= send_data;
              end
          end 
        send_data :
          begin
            op_bit <= tx_data_r[bit_index];  
            if (clk_count < 868-1)
              begin
                clk_count <= clk_count + 1;
                state     <= send_data;
              end
            else
              begin
                clk_count <= 0;
                if (bit_index < 7)
                  begin
                    bit_index <= bit_index + 1;
                    state   <= send_data;
                  end
                else
                  begin
                    bit_index <= 0;
                    state   <= stop_bit_;
                  end
              end
          end 
        stop_bit_ :
          begin
            op_bit <= 1'b1;  
            if (clk_count < 868-1)
              begin
                clk_count <= clk_count + 1;
                state     <= stop_bit_;
              end
            else
              begin
                clk_count <= 0;
                state     <= finished;
                r_tx_active   <= 1'b0;
              end
          end 
        finished :
          begin
            tx_done_r <= 1'b1;
            state <= idle;
          end
        default :
          state <= idle;
      endcase
    end
  assign op_tx_active = r_tx_active;
  assign tx_done_op   = tx_done_r;
endmodule
==> design/flow/run.sh <==
#!/bin/bash
# OpenROAD 26Q1-2900-gdf79404cd8, Yosys 0.63+post, stock flow scripts
make -C /OpenROAD-flow-scripts/flow DESIGN_CONFIG=/design/flow/config.mk WORK_HOME=/design/flow/orfs finish
==> design/flow/config.mk <==
export PLATFORM = sky130hd
export DESIGN_NAME = Top_design
export DESIGN_NICKNAME = Top_design
export VERILOG_FILES = /design/flow/design.v
export SDC_FILE = /design/flow/constraint.sdc
export NUM_CORES = 4
export LEC_CHECK = 1
export CORE_UTILIZATION = 30
==> design/flow/constraint.sdc <==
current_design Top_design

set clk_period 3.4
set clk_io_pct 0.2

create_clock -name clk0 -period $clk_period [get_ports {i_clk}]

set non_clock_inputs [all_inputs -no_clocks]
set_input_delay [expr $clk_period * $clk_io_pct] -clock clk0 $non_clock_inputs
set_output_delay [expr $clk_period * $clk_io_pct] -clock clk0 [all_outputs]
==> run_results.csv <==
group,metric,value,unit
outcome,status,"finished clean",
power,finalPower,1.51,mW
power,pwr-share-comb,0.002,
critical_path,r2r_slack,1230,ps
finish,comb_area,0.00127,sq mm
place,hpwl,3440,um
logic_synthesis,yosys_area,0.00315,sq mm
logic_synthesis,area_leaders,"edfxtp_1 (53%), dfxtp_1 (4.5%), ha_1 (3.6%)",
final_timing,clock_skew,7.35,ps
power,ir_worst_vdd,0.215,mV
hold_path,hold_end,"UART_TX_inst.tx_data_r[4]",
clock_network,clockBufferDepth,2,
power,p_int,1.24,mW
power,power_switching,0.266,mW
critical_path,max_stage_delay,670,ps
clock_network,postCtsHoldBufs,0,
logic_synthesis,async_reset_ff_frac,0,
final_timing,period_used_share,0.640,
critical_path,rr_startpoint,"UART_TX_inst.clk_count[11]",
drt,drt.antenna.violating_nets,0,
floorplanning,core_area,0.0102,sq mm
final_timing,final_hold_viol_count,0,
logic_synthesis,edf_count,56,
clock_network,cts_made_buffers,9,
clock_network,clk_pin_slew_worst_paths,70,ps
clock_network,cts_resized,0,
hold_path,holdCritStartpoint,"UART_RX_inst.rx_byte_reg[4]",
power,p_clk_frac,0.442,
run,drv_cap,0,
logic_synthesis,ys_seq_share,0.579,
finish,final_common_cell,"edfxtp_1",
logic_synthesis,syn_inst,273,
final_timing,setup_viol,0,
critical_path,worst_r2r_path_depth,4,
finish,area_delta_synth_final,12.4,%
global_routing,grt_start_max_net_pins,20,
finish,lay_top_cells,"edfxtp_1 (56), nor2_1 (25), nand2_1 (23)",
critical_path,endpoint_kind,"flop",
critical_path,critPathMaxFanout,10,
logic_synthesis,ys_cells,273,
final_timing,tightest_slew,665,ps
drt,drc,0,
clock_network,cts_tree,"yes",
critical_path,cp.required,3590,ps
place,place_congestion,0.817,
run,tool_warnings,30,
floorplanning,dieArea,0.0109,sq mm
power,seqPwrFrac,0.556,
drt,via_per_inst,4.82,
critical_path,crit_chain,"or4_1 > a311o_1 > or4_1 > nor2_1",
global_routing,grt_overflow_total,0,
logic_synthesis,ys.flops,63,
global_routing,antenna_found_initial,0,
logic_synthesis,synth_top_area_share,0.534,
critical_path,path_common_cell,"or4_1",
final_timing,setup_tns,0,ps
drt,initialDrtViolationCount,63,
finish,utilization,0.346,
global_routing,grt_pass1_vias,1893,
floorplanning,fp_util,0.308,
final_timing,fmax,460,MHz
global_routing,grt_pass1_wl,8970,um
critical_path,startpoint_type,"flop",
drt,antenna_cells,0,
critical_path,r2r-end,"UART_TX_inst.clk_count[9]",
place,port-buffer-count,4,
final_timing,drv_slew,0,
drt,drt-pass1-iter-count,5,
final_timing,slew_headroom,0.556,
power,p_sw_frac,0.177,
drt,vias,2039,
finish,fillerInstances,984,
power,power_leakage,1.21,nW
power,power_per_cell_area,426,mW/mm^2
hold_path,hp-class,"reg -> reg",
logic_synthesis,syn_area,0.00315,sq mm
finish,ff_latch_area,0.00182,sq mm
logic_synthesis,synthDistinctLibCells,48,
finish,reg_top3,"UART_RX_inst.clk_count x15, UART_TX_inst.clk_count x15",
floorplanning,row_count,37,
critical_path,cp.arrival,2370,ps
finish,drive_above_1_share,0.0767,
hold_path,hold_path_depth,0,
floorplanning,top_level_ports,5,
critical_path,slowest_stage,"or4_1",
critical_path,cp_top_family,"simple AND/OR/NAND/NOR gates",
final_timing,rsz0062_at_grt,"no",
critical_path,crit_type,"reg -> reg",
drt,routed_wl,5130,um
final_timing,period_needed,2170,ps
logic_synthesis,netlist.top_cell.by_area,"edfxtp_1",
logic_synthesis,ff_type,"edfxtp_1",
logic_synthesis,avgSynthCellArea,11.5,sq um
global_routing,grt.total_usage,0.104,
clock_network,root_buffer,"clkbuf_8",
floorplanning,fp.dieW,104,um
floorplanning,die_y,104,um
critical_path,crit_buf_inv,0,
clock_network,cts-htree-levels,3,
clock_network,clock_latency,330,ps
clock_network,postCtsSetupRepairBufs,0,
drt,post_drt_wl_per_cell,12.1,um
clock_network,cts_sinks,63,
logic_synthesis,yosysWarnings,2,
==> final cells by class <==
type                    instances  share of cell area
inverters                       7             0.00743
multi-input cells             197               0.359
flip-flops and latches         63               0.515
well taps                     136              0.0481
clock inverters                 5              0.0209
clock buffers                  10              0.0361
repair buffers                  5              0.0134
==> power groups by stage <==
stage | sequential, mW | combinational, mW | clock, mW
after CTS | 0.836 | 0.00317 | 0.686
after global routing | 0.836 | 0.00364 | 0.721
final | 0.837 | 0.00305 | 0.666
==> per-stage QoR <==
stage / instance area, sq um / hold WS, ps / std cells / worst slack [ps]
after floorplan: 3160 / 437 / 277 / 1390
after global placement: 3330 / 480 / 408 / 1250
after detailed placement: 3330 / 483 / 408 / 1240
after CTS: 3540 / 493 / 423 / 1230
after global routing: 3540 / 508 / 423 / 1100
final: 3540 / 480 / 423 / 1230
==> cell families (layout without fill, tap and decap cells) <==
group / after synthesis / count (layout) / share of synthesized area
buf+inv: 17 / 27 / 0.0227
fa+ha+maj: 9 / 9 / 0.0358
xor+xnor: 22 / 22 / 0.0612
compound gates: 40 / 40 / 0.0795
simple gates: 115 / 115 / 0.192
mux: 6 / 6 / 0.0286
other cells: 1 / 5 / 0.00119
flops: 63 / 63 / 0.579
==> Yosys cell counts (all sizes together), types with 3 or more instances <==
master / n
a211oi: 3
a21oi: 17
and2: 4
and3: 7
clkbuf: 9
dfxtp: 7
edfxtp: 56
ha: 9
inv: 7
mux2: 4
nand2: 23
nand3: 14
nand4: 6
nor2: 25
nor3: 11
nor4: 4
nor4b: 3
o21ai: 6
xnor2: 12
xor2: 10
==> layer usage <==
layer | vias to the layer above | routed length [um] | global-route usage
met5 | - | 0 | 0
met3 | 7 | 202 | 0.0320
met2 | 29 | 2210 | 0.146
met1 | 967 | 2650 | 0.169
li1 | 1036 | - | -
met4 | 0 | 65 | 0.0112
==> worst max path at each step <==
stage,to,cells after the start,start
final,UART_TX_inst.clk_count[9],4,UART_TX_inst.clk_count[11]
after CTS,UART_TX_inst.clk_count[8],4,UART_TX_inst.clk_count[11]
after global routing,UART_TX_inst.clk_count[5],4,UART_TX_inst.clk_count[11]
Power is estimated from default activity; no workload was simulated.
